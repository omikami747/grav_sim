==> /design/flow/design.v <==
module bin27seg (
                  input [3:0]      in,
	          output reg [6:0] out = 7'b0011100
	          );
   always @(*)
     begin
	case (in) 
	  4'b0000 : out <= 7'b1000000 ;
	  4'b0001 : out <= 7'b1111001 ;
	  4'b0010 : out <= 7'b0100100 ;
	  4'b0011 : out <= 7'b0110000 ;
	  4'b0100 : out <= 7'b0011001 ;
	  4'b0101 : out <= 7'b0010010 ;
	  4'b0110 : out <= 7'b0000010 ;
	  4'b0111 : out <= 7'b1111000 ;
	  4'b1000 : out <= 7'b0000000 ;
	  4'b1001 : out <= 7'b0010000 ;
	  default : out <= 7'b1111111 ;
	endcase
     end	
endmodule
==> /design/flow/run.sh <==
#!/bin/bash
# OpenROAD 26Q1-2900-gdf79404cd8, Yosys 0.63+post, stock flow scripts
make -C /OpenROAD-flow-scripts/flow DESIGN_CONFIG=/design/flow/config.mk WORK_HOME=/design/flow/orfs finish
==> /design/flow/config.mk <==
export PLATFORM = sky130hd
export DESIGN_NAME = bin27seg
export DESIGN_NICKNAME = bin27seg
export VERILOG_FILES = /design/flow/design.v
export SDC_FILE = /design/flow/constraint.sdc
export NUM_CORES = 4
export LEC_CHECK = 1
export CORE_AREA = 10 10 70 70
export DIE_AREA = 0 0 80 80
==> /design/flow/constraint.sdc <==
current_design bin27seg

set clk_period 1.6
set clk_io_pct 0.2

create_clock -name clk0 -period $clk_period

set non_clock_inputs [all_inputs -no_clocks]
set_input_delay [expr $clk_period * $clk_io_pct] -clock clk0 $non_clock_inputs
set_output_delay [expr $clk_period * $clk_io_pct] -clock clk0 [all_outputs]
==> results.txt <==
yosys + openroad results -> Post-synth seq share=0, Max VDD drop=roughly 0.026 mV, global-route wire length before repair=1145 um, critical path's top delay family=buffers and inverters, synth warn=1, clock buffer count=0, WL final=679 um, initial antenna violation count=0, slowest stage cell, crit path=or2b_1, area growth from synthesis to layout=101.2%, wire per inst=7.301 um, Dominant cell area share=0.2976, Cells after Synth=33, Post-Syn Area=210.2 sq um, worst-margin pin slew=0.2254 ns, FF+latch area=0 sq um, number of OpenROAD warnings=38, crit share post-route=0.9691, pwr dens=204.4 nW/um^2, final weighted congestion in routability-driven placement=0.7149, largest net degree at the start of global routing=11, slew margin rel.=0.8497, GRT Util Overall=0.02147, synthesized area per cell=6.370 sq um, worst path required time=1.28 ns, Residual DRC=0, Hold Path Class=in -> out, Pre-Place Util=0.06154, count of input and output buffers=11, Setup CP Type=in -> out, Seq cells=0, Area after DPL=399.1 sq um, # IOs=11, Die H=approximately 80 um, Final Hold Violation Tally=0, Final Instance Area=between 400 and 500 sq um, Synth area leaders=ha_1 (30%), o21ai_0 (14%), nand2b_1 (12%), nor2_1 (8.9%), buf_6 (5.4%), Yosys Instances=33, post-route insts no fill=93, DR iter-0 viols=3, CP cell instances=buf_8, buf_6, or2b_1, a21oi_1, nor2_1, dlygate4sd2_1, Die Wd=roughly 80 um, Final min period=1.551 ns, row count=21, Buf+Inv Stages, Crit Path=3, share of cells above drive strength 1=0.3404, fin. max-slew vios=0, top cells by count=o21ai_0 (6), ha_1 (5), nor2_1 (5), nand2b_1 (4), inv_1 (3), hold buffers post-CTS=0, status=completed, Fmax achieved=644.9 MHz, number of fill cells=between 400 and 500, Vias per Instance=2.753, Worst path max stage delay=0.26 ns, YS chip area=approximately 210 sq um, Pre-antenna DRT Iters=4, Yosys top cell by area=ha_1, Worst setup EP type=output pin, RSZ-0062 raised after global routing=true, final setup violation count=0, vias in the first global route=229, leakage power total=roughly 0.18 nW, detailed placement HPWL=612.2 um, CP max FO=5, detailed-route via count=roughly 260, total grt overflow=0, Die Area=6400 sq um, Placed Cells incl. Taps=93, Final ANT Viol Nets=0, Startpoint Class=input pin, Synth cell types=13, antenna cell count=0, max cap viols=0, area of the core=3416 sq um, count leader, synth=o21ai_0, power consumption=0.00008645 W, Arr. time, crit path=between 1 and 1.5 ns
cells in the final DEF (no fill, tap or decap):
master           synthesis  layout
clkdlybuf4s15_1          0       2
inv_6                    0       1
a21oi_2                  1       1
ha_1                     5       4
a31oi_1                  1       1
nor2_2                   0       1
or2b_1                   1       1
inv_1                    3       1
buf_4                    0       4
buf_2                    1       2
ha_4                     0       1
o21ai_1                  0       4
buf_6                    1       2
clkdlybuf4s15_2          0       1
nand2_1                  2       2
o21ai_0                  6       2
a21oi_1                  2       2
or2_1                    1       1
buf_8                    0       1
dlygate4sd2_1            0       4
nor2_1                   5       4
nand2b_1                 4       3
nand2b_4                 0       1
inv_2                    0       1
worst min-delay path: cells and delay by family:
family	cells	cell delay, ns
adders and majority gates	1	0.13
AOI/OAI and AO/OA	1	0.08
buffers and inverters	3	0.27
final timing paths:
kind              start      to  slack, ns  depth (start not counted)
setup / recovery  in[1]  out[5]       0.05                          6
hold / removal    in[1]  out[3]       1.12                          5
layer usage:
layer,share of wire,global-route usage
met1,0.43,0.02769
met2,0.49,0.03852
met3,0.085,0.003409
met4,0,0
met5,0,0
cell type report:
type,instances,area [sq um],area share
inverters,3,16.27,0.03846
repair buffers,16,143.9,0.3402
multi-input cells,28,205.2,0.4852
well taps,46,57.56,0.1361
timing repair:
item | CTS | global route
resized | 32 | 12
setup endpoints to repair | 7 | 5
pin swaps | 5 | 5
buffers inserted | 1 | 0
stage by stage:
step	setup slack, ns	util	TNS [ns]	hold slack [ns]
4_1_cts	-0.08312	0.1198	-0.08312	1.165
3_5_place_dp	-0.7076	0.1169	-4.392	1.805
6_report	0.04940	0.1238	0	1.123
5_1_grt	-0.008500	0.1238	-0.008500	1.171
2_1_floorplan	0.3578	-	0	0.7284
3_3_place_gp	-0.7246	0.1169	-4.522	1.805
kinds of logic (layout without fill, tap and decap cells):
kind of cell               count (synthesis)  after routing  synth area share
adders and majority gates                  5              5            0.2976
and+or+nand+nor                           13             13            0.3096
AOI/OAI and AO/OA                         10             10            0.2619
buffers and inverters                      5             19            0.1309
power by group:
part,switching (W),internal [W]
Clock,0,0
Sequential,0,0
Combinational,0.0000366,0.0000498
Total,0.0000366,0.0000498
No activity file was given, so power comes from the tool's default toggle rates.
