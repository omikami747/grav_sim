File: design/flow/design.v
module fp_addr (
                clk,
                rst,
                first,
                second,
                out
                );
   input wire [26:0] first;
   input wire [26:0] second;
   input wire        clk;
   input wire        rst;
   output reg [26:0] out;
   wire [7:0]        res_expt;
   wire [17:0]       res_mant;  
   wire [26:0]       greater;
   wire [26:0]       smaller;
   wire [7:0]        shift_fac;
   reg [51:0]        pip1;    
   reg [18:0]        addr_out;
   reg [18:0]        shifted_val;
   wire [7:0]        first_expt;
   wire [7:0]        second_expt;
   wire [17:0]       first_mant;
   wire [17:0]       second_mant;
   reg [7:0]         carry_shift_1;
   assign greater = (first[25:18] >= second[25:18]) ? first: second;
   assign smaller = (first[25:18] >= second[25:18]) ? second: first;
   assign {first_expt,first_mant} = first[25:0];
   assign {second_expt,second_mant} = second[25:0];
   always @(posedge clk or negedge rst)
     begin
        if (rst == 1'b0)
          begin
             pip1 <= 'b0;
          end
        else
          begin
             pip1 <= {greater[25:18] - smaller[25:18],greater[17:0],smaller[17:0],(greater[25:18])};
          end  
     end  
   always @(*)
     begin
        if (pip1[51:44] <= 5'd18)
          begin
             shifted_val <= {1'b1,pip1[25:8]}>>pip1[51:44];
          end
        else
          begin
             shifted_val <= 'b0;
          end
     end
   always @(*)
     begin
        addr_out <= ({1'b1,pip1[43:26]} + {shifted_val});
     end
   always @(*)
     begin
        carry_shift_1 <= pip1[7:0] + 'b1;
     end
   always @(*)
     begin
        if (addr_out[18] == 'b0)
          begin
             out <= {1'b0,pip1[7:0],addr_out[17:0]};
          end
        else
          begin
             out <= {1'b0,carry_shift_1,1'b0,addr_out[17:1]};
          end
     end
   assign {res_expt,res_mant} = out[25:0];
endmodule
File: design/flow/run.sh
#!/bin/bash
# OpenROAD 26Q1-2900-gdf79404cd8, Yosys 0.63+post, stock flow scripts
make -C /OpenROAD-flow-scripts/flow DESIGN_CONFIG=/design/flow/config.mk WORK_HOME=/design/flow/orfs finish
File: design/flow/constraint.sdc
current_design fp_addr

set clk_period 18.2
set clk_io_pct 0.2

create_clock -name clk0 -period $clk_period [get_ports {clk}]

set non_clock_inputs [all_inputs -no_clocks]
set_input_delay [expr $clk_period * $clk_io_pct] -clock clk0 $non_clock_inputs
set_output_delay [expr $clk_period * $clk_io_pct] -clock clk0 [all_outputs]
File: design/flow/config.mk
export PLATFORM = sky130hd
export DESIGN_NAME = fp_addr
export DESIGN_NICKNAME = fp_addr
export VERILOG_FILES = /design/flow/design.v
export SDC_FILE = /design/flow/constraint.sdc
export NUM_CORES = 4
export LEC_CHECK = 1
export CORE_UTILIZATION = 40
==> metrics.csv <==
stage,metric,value,unit
power,Clock Power Share,19.4,%
cts,Max clock buf depth,2,
power,combinational fraction of design power,42.8,%
die,row cnt,38,
power,Pleak,2.500,nW
critical_path,WS Path Type,reg2out,
grt,gr usage total,20.70,%
yosys,Yosys Chip Area,4428,um2
yosys,Yosys Instances,589,
grt,largest net degree at the start of global routing,53,
route,DRC viols,0,
final_layout,fin cells,791,
yosys,number of synthesized flops with an enable pin,0,
outcome,status,completed,
place,Placed Cells incl. Taps,783,
sta,unrepaired setup endpoints after global routing,false,
final_layout,Largest register FFs,52,
cts,post-CTS resize count,0,
cts,clock tree from TritonCTS,yes,
grt,GRT busiest layer,met2,
sta,Final min period,9.179,ns
critical_path,Critical Path Fanout Max,23,
sta,Final Worst Setup Slack,9.021,ns
power,internal power,261.0,uW
cts,hold buffer count at cts,0,
cts,clock sinks,52,
route,total iterations of the first detailed-routing run,5,
cts,CTS root buf,clkbuf_8,
sta,Setup-failing EPs final,0,
yosys,cells after synthesis,589,
die,Die Span X,107.2,um
yosys,distinct lib cells,62,
place,pre-CTS WS,9.323,ns
route,ANT nets after route,0,
die,number of top-level pins,83,
sta,worst slew pin tran,0.8612,ns
power,peak supply drop,0.00003476,V
sta,max-slew violations,0,
cts,clock transition at the registers of the reported paths,0.09,ns
critical_path,Critical Path AT,5.54,ns
route,post-DR vias/cell,5.176,
yosys,Synth async-reset ratio,100.0,%
final_layout,Regs by FF count,pip1 x52,
die,die height,107.2,um
route,initial drt markers,220,
power,Seq pwr share,37.7,%
cts,cts bufs inserted,5,
flow_run,Tool Warnings,27,
power,Final Power,410.4,uW
die,Init Core Util,41.03,%
grt,M3 GR Usage,3.720,%
yosys,register area share after synthesis,29.39,%
grt,vias in the first global route,3752,
die,chip footprint,11500,um2
grt,grt met2 use,32.07,%
flow_run,max-cap violations,0,
critical_path,Critical Path Source Type,flop,
place,Final GP Congestion,0.8786,
power,sw frac,36.40,%
power,Psw,149.4,uW
yosys,Post-synth regs,52,
critical_path,critical path data required time,14.56,ns
sta,worst hold margin,3.416,ns
place,Final HPWL DP,9165,um
sta,Hold Fails Final Rpt,0,
grt,total congestion overflow,0,
route,total inserted antenna cells,0,
final_layout,Gate Area,2913,um2
route,Vias,4094,
final_layout,synthesis-to-layout area growth,22.27,%
sta,Slew headroom,42.38,%
yosys,Synth Flop Type,dfrtp_1,
final_layout,Fillers,1015,
place,number of port buffers,79,
yosys,yosys warns,1,
hold_path,worst hold path class,in2async,
cts,H-tree depth,2,
grt,initial antenna violation count,0,
grt,GR Util met1,30.29,%
yosys,mean post-synth cell area,7.518,um2
critical_path,crit end category,primary output,
die,Core Region,10790,um2
sta,Fin Setup TNS,0,ns
sta,fin crit share,50.44,%
cts,post-CTS setup buffer count,0,
final_layout,share of layout cells above drive strength 1,5.991,%
yosys,synthesized area,4428,um2
route,post-DR wirelength/cell,14.03,um
grt,first-pass GRT wire length,18050,um
final_layout,largest reg by FF count,pip1,
final_layout,sequential cell area,1301,um2
power,Power per Cell Area,75.81,nW/um2
route,Total Wirelength,11100,um
sta,Max Freq,108.9,MHz
[power by group through the flow]
| stage | clock (mW) | combinational (mW) | sequential [mW] |
|---|---|---|---|
| finish | 0.0798 | 0.176 | 0.155 |
| CTS | 0.0817 | 0.177 | 0.155 |
| global route | 0.0859 | 0.199 | 0.158 |
[cell type report]
class	count	area share (%)
clock inverters	3	0.8551
clock buffers	5	1.271
repair buffers	85	15.35
multi-input cells	485	53.80
flip-flops and latches	52	24.04
well taps	140	3.235
inverters	21	1.456
[cells by family after synthesis]
logic type | Yosys count | share of synthesized area (%)
flip-flops | 52 | 29.39
adder cells (fa/ha/maj) | 29 | 8.364
XOR/XNOR | 29 | 5.736
multiplexers | 25 | 7.064
AND/OR/NAND/NOR | 280 | 26.70
AND-OR/OR-AND | 121 | 17.77
other | 1 | 0.08469
buffers and inverters | 52 | 4.888
[through the flow]
stage	util [%]	instance area (um2)
final	50.16	5414
after global routing	50.16	5414
after CTS	50.16	5414
after detailed placement	49.10	5299
after global placement	49.10	5299
after floorplan	-	4428
[per-layer routing]
layer  vias to the layer above  share of wire [%]
met2                       124                 43
met4                         0                3.3
met1                      1830                 47
met5                         -                  0
li1                       2119                  -
met3                        21                6.4
[how the worst max path moves through the flow]
stage	cells after the start	start	slack (ns)	endpoint
CTS	19	pip1[45]	8.98	out[24]
global route	19	pip1[45]	8.55	out[24]
finish	19	pip1[45]	9.02	out[24]
[cell usage after synthesis (4+ instances only)]
cell type	instances	share of area, %
nand2_1	177	15
nor2_1	56	4.7
dfrtp_1	52	29
a21oi_1	31	3.5
ha_1	28	7.9
clkbuf_1	22	1.9
o21ai_0	21	2.4
inv_1	20	1.7
xnor2_1	20	4.0
a211oi_1	16	2.7
mux2i_1	11	2.5
mux2_2	10	2.5
xor2_1	9	1.8
o21ai_1	8	0.90
a21o_1	7	1.2
nor3_1	7	0.79
a31oi_1	6	0.85
nor2b_1	6	0.85
o211ai_1	6	1.0
nand2b_1	5	0.71
nand3_1	5	0.57
mux4_2	4	2.0
or3_1	4	0.57
[cells in the final DEF, fill, tap and decap left out, types with 4 or more instances in the layout]
master             n
mux4_2             4
clkbuf_8           5
a211oi_1          16
a21o_1             7
nor3_1             7
clkdlybuf4s50_1   78
o21ai_1            8
mux2_2            10
o211ai_1           6
nor2b_1            6
nand2b_1           5
mux2i_1           11
a31oi_1            6
inv_1             20
nor2_1            55
a21oi_1           31
buf_4              6
xor2_1             9
nand2_1          177
ha_1              28
or3_1              4
xnor2_1           20
dfrtp_1           52
o21ai_0           21
nand3_1            5
[critical path, cell delays in order (launching register included)]
cell	delay [ns]
dfrtp_1	0.88
mux4_2	0.40
and2_1	0.19
a22o_1	0.24
a22oi_1	0.23
o22ai_1	0.12
and2_1	0.17
ha_1	0.21
inv_1	0.07
fa_1	0.20
nand2b_1	0.13
a21oi_1	0.08
o21ai_1	0.27
a21oi_1	0.14
o31ai_1	0.42
xor2_1	0.21
buf_4	0.24
nor4bb_1	0.34
xor2_1	0.19
clkdlybuf4s50_1	0.48
No activity file was given, so power comes from the tool's default toggle rates.
